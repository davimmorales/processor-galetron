==> ./design.v <==
module tucanos_watchdog(
clock                  ,    
opcode                  ,    
program_counter         ,    
mux_system_instruction  ,    
state_register          ,    
jump_enabler                  
);
parameter DATA_WIDTH = 32;
input                       clock;
input   [5:0]               opcode;
input   [11:0]              program_counter;
input                       mux_system_instruction;
output reg  [DATA_WIDTH-1:0]    state_register = {DATA_WIDTH{1'b0}};
output wire                     jump_enabler;
localparam STATE_WIDTH = 2;
localparam COUNTER_WIDTH = 4;
localparam MAX_QUANTUM = 7;
localparam  [5:0]  HLT = 6'b011100;
localparam  [5:0]  PREIO = 6'b011110;
localparam  [11:0]    OPERATING_SYSTEM_BEGIN_ADDR = 12'd256;
localparam  BIOS = 1'b0;
localparam  [DATA_WIDTH-1:0] DISABLED = 32'd0;
localparam  [DATA_WIDTH-1:0] INDEX_ONE = 32'd1;
localparam  [DATA_WIDTH-1:0] INDEX_TWO = 32'd2;
localparam  [DATA_WIDTH-1:0] INDEX_THREE = 32'd3;
localparam  [DATA_WIDTH-1:0] WAIT_ENABLE = 32'd4;
localparam  [DATA_WIDTH-1:0] HALT_ENABLE = 32'd5;
reg  [DATA_WIDTH-1:0] PROCESS_INDEX = 32'd0;
localparam  [STATE_WIDTH-1:0]   COUNTING    = 2'b00;
localparam  [STATE_WIDTH-1:0]   WAIT        = 2'b01;
localparam  [STATE_WIDTH-1:0]   HALT        = 2'b10;
localparam  [STATE_WIDTH-1:0]   CHANGE      = 2'b11;
reg         [STATE_WIDTH-1:0]   STATE;
reg         [COUNTER_WIDTH-1:0] COUNTER;
always @ (negedge clock) begin
    if ((mux_system_instruction != BIOS) && (program_counter < OPERATING_SYSTEM_BEGIN_ADDR)) begin
      case (STATE)
            COUNTING: begin
                case (opcode)
                    PREIO: begin
                        STATE <= WAIT;
                        COUNTER <= {COUNTER_WIDTH{1'b0}};
                        state_register <= WAIT_ENABLE;
                        PROCESS_INDEX <= PROCESS_INDEX;
                    end
                    HLT: begin
                        STATE <= HALT;
                        COUNTER <= {COUNTER_WIDTH{1'b0}};
                        state_register <= HALT_ENABLE;
                        PROCESS_INDEX <= PROCESS_INDEX;
                    end
                    default: begin
                        if (COUNTER >= MAX_QUANTUM) begin
                            STATE <= CHANGE;
                            COUNTER <= {COUNTER_WIDTH{1'b0}};
                            case (PROCESS_INDEX)
                                INDEX_ONE: begin
                                    state_register <= INDEX_TWO;
                                    PROCESS_INDEX <= INDEX_TWO;
                                end
                                INDEX_TWO: begin
                                    state_register <= INDEX_THREE;
                                    PROCESS_INDEX <= INDEX_THREE;
                                end
                                INDEX_THREE: begin
                                    state_register <= INDEX_ONE;
                                    PROCESS_INDEX <= INDEX_ONE;
                                end
                                default: begin
                                    state_register <= INDEX_ONE;
                                    PROCESS_INDEX <= INDEX_ONE;
                                end
                            endcase
                        end else begin
                            STATE <= COUNTING;
                            COUNTER <= COUNTER + 1'b1;
                            state_register <= DISABLED;
                            PROCESS_INDEX <= PROCESS_INDEX;
                        end
                    end
                endcase
            end
            default: begin
                STATE <= COUNTING;
                COUNTER <= {COUNTER_WIDTH{1'b0}};
                state_register <= state_register;
                PROCESS_INDEX <= PROCESS_INDEX;
            end
        endcase
      end else begin
        STATE <= COUNTING;
        COUNTER <= {COUNTER_WIDTH{1'b0}};
        state_register <= state_register;
        PROCESS_INDEX <= PROCESS_INDEX;
        end
      end
assign jump_enabler = (STATE != COUNTING) ? 1'b1 : 1'b0;
endmodule
==> ./run.sh <==
#!/bin/bash
# OpenROAD 26Q1-2900-gdf79404cd8, Yosys 0.63+post, stock flow scripts
make -C /OpenROAD-flow-scripts/flow DESIGN_CONFIG=/design/flow/config.mk WORK_HOME=/design/flow/orfs finish
==> ./config.mk <==
export PLATFORM = sky130hd
export DESIGN_NAME = tucanos_watchdog
export DESIGN_NICKNAME = tucanos_watchdog
export VERILOG_FILES = /design/flow/design.v
export SDC_FILE = /design/flow/constraint.sdc
export NUM_CORES = 4
export LEC_CHECK = 1
export CORE_AREA = 10 10 78 78
export DIE_AREA = 0 0 88 88
export SYNTH_HDL_FRONTEND = slang
==> ./constraint.sdc <==
current_design tucanos_watchdog

set clk_period 2.5
set clk_io_pct 0.2

create_clock -name clk0 -period $clk_period [get_ports {clock}]

set non_clock_inputs [all_inputs -no_clocks]
set_input_delay [expr $clk_period * $clk_io_pct] -clock clk0 $non_clock_inputs
set_output_delay [expr $clk_period * $clk_io_pct] -clock clk0 [all_outputs]
==> run_results.csv <==
group,metric,value,unit
outcome,status,"finished, violations left",
outcome,failed_checks,"setup timing",
drt,vias,494,
clocking,cts_root_buf,"clkbuf_8",
drt,antenna_cells,0,
pwr,pwr-share-comb,0.060,
worst_setup_path,reg2reg_from,"COUNTER[0]",
final_layout,synthToLayoutAreaGrowth,35.10,%
timing,hold_violations,0,
grt,grt_use_total,0.03692,
pwr,switching_share,0.2755,
timing,finalSetupViolations,8,
floorplan,fp-utilization,0.1607,
run,maxCapViolations,0,
final_layout,fin_area,958.4,um2
pwr,clkPwrFrac,0.526,
logic_synthesis,numSynthFlops,12,
logic_synthesis,ys_area,709.4,um2
clocking,cts.clk_slew.worst_paths,0.03,ns
clocking,ctsHtreeMaxLevel,1,
worst_setup_path,critical_path_arrival,2.13,ns
floorplan,ios,53,
drt,vias_per_cell,3.068,
timing,rsz0062_at_grt,"true",
timing,fin_worst_skew,0.01332,ns
placement,finalWeightedCongestion,0.7058,
placement,hpwlAfterDp,1168,um
pwr,power_density,507.1,nW/um2
floorplan,core_region_area,4414,um2
final_layout,drive_gt1_frac,0.3119,
timing,worst_slack,-0.1275,ns
drt,drt_wl_total,1482,um
placement,pre_cts_ws,-0.7236,ns
floorplan,rows,24,
grt,grt_max_degree,8,
logic_synthesis,synth_area_per_cell,9.459,um2
logic_synthesis,ys_cells,75,
clocking,cts.path.max_buffers,2,
worst_setup_path,r2r_cells,5,
logic_synthesis,synth_area,709.4,um2
timing,holdWs,0.4742,ns
timing,drv_slew,0,
worst_setup_path,crit_path_end_kind,"output pin",
grt,grt_pass1_wl,2346,um
drt,antenna_left,0,
worst_setup_path,cp_max_fo,2,
clocking,cts_tree,"yes",
floorplan,die_h,88,um
logic_synthesis,ys.flop_type,"dfxtp_1",
pwr,power,0.0004860,W
logic_synthesis,synth-edff-count,3,
clocking,cts_hold_buf,0,
grt,antenna_found_initial,0,
logic_synthesis,netlist_instances,75,
drt,dr.pass1.iters,2,
pwr,intPower,0.0003521,W
drt,drtIter0Drc,15,
grt,grt_overflow,0,
pwr,irDropWorstVdd,0.0001401,V
floorplan,fp.dieW,88,um
worst_hold_path,hold_end,"COUNTER[2]",
pwr,p_seq_frac,0.414,
worst_hold_path,hold_path.class,"register to register",
clocking,cts_buffers,3,
logic_synthesis,yosysWarnings,0,
worst_hold_path,whs_path_depth,1,
worst_setup_path,start_kind,"register",
drt,remaining_drc_errors,0,
worst_hold_path,worstHoldStart,"COUNTER[2]",
worst_setup_path,crit_type,"register to output pin",
worst_setup_path,worstReg2RegEnd,"PROCESS_INDEX[2]",
pwr,p_sw,0.0001339,W
logic_synthesis,async_flop_share,0,
placement,io_buffer_count,15,
placement,placed_cell_area,845.8,um2
logic_synthesis,ys_seq_share,0.3810,
grt,grt_pass1_vias,575,
drt,routedWlPerCell,9.205,um
run,warnings,48,
floorplan,chip_area,7744,um2
pwr,leakage,0.4802,nW
logic_synthesis,ys_types,25,
clocking,clock-sinks,12,
clocking,insertion_delay,0.31,ns
worst_setup_path,r2r_slack,1.03,ns
worst_setup_path,required,2.00,ns
## cell usage in the layout (no fill, tap or decap), types with 2 or more instances in the layout
| cell | netlist | routed |
|---|---|---|
| conb_1 | 1 | 29 |
| buf_6 | 0 | 3 |
| nor3_1 | 2 | 2 |
| dfxtp_1 | 9 | 9 |
| buf_4 | 29 | 5 |
| inv_1 | 4 | 14 |
| nor2_2 | 0 | 2 |
| clkbuf_8 | 0 | 3 |
| nor2_1 | 6 | 4 |
| edfxtp_1 | 3 | 3 |
| dlygate4sd2_1 | 0 | 3 |
| mux2_4 | 0 | 3 |
| buf_2 | 0 | 7 |
## flip-flops by register name (all words and copies together) (netlist names)
register / cells
PROCESS_INDEX: 3
STATE: 2
state_register: 3
COUNTER: 4
## layout make-up
class | instances | area [um2]
multi-input cells | 58 | 367.9
clock inverters | 13 | 50.05
flip-flops and latches | 12 | 270.3
clock buffers | 3 | 41.29
fillers | 486 | 3456
well taps | 52 | 65.06
inverters | 3 | 11.26
repair buffers | 20 | 152.6
## kinds of logic (layout without fill, tap and decap cells)
kind of cell,count (synthesis),in the layout,synth area share
xor gates and xnor gates,1,1,0.01235
other,1,29,0.005286
and+or+nand+nor,18,18,0.1517
AOI/OAI and AO/OA,6,6,0.05644
muxes,3,3,0.04762
DFF,12,12,0.3810
buffers and inverters,33,39,0.3280
adders and majority gates,1,1,0.01763
## cells in the mapped netlist, types with 2 or more instances
master     n  area (um2)
a21oi_1    2       10.01
nor3_1     2       10.01
dfxtp_1    9       180.2
buf_4     29       217.7
mux2_1     3       33.78
edfxtp_1   3       90.09
inv_1      4       15.01
nor2_1     6       22.52
## how the worst max path moves through the flow
stage            start           end  slack (ns)  cells past startpoint
finish        STATE[0]  jump_enabler       -0.13                      3
global route  STATE[0]  jump_enabler       -0.18                      3
CTS           STATE[0]  jump_enabler       -0.13                      3
## repair_timing
| action | in CTS | in global routing |
|---|---|---|
| gates resized | 50 | 2 |
| buffers inserted | 2 | 0 |
| endpoints found under the setup margin | 19 | 11 |
| pin swaps | 10 | 4 |
## metrics by stage
stage | TNS [ns] | util | std cells
floorplan | -0.9876 | - | 103
global placement | -8.658 | 0.1916 | 144
detailed placement | -8.996 | 0.1916 | 144
CTS | -0.4250 | 0.2160 | 161
global route | -0.6214 | 0.2171 | 161
finish | -0.2690 | 0.2171 | 161
## power groups by stage
stage	Combinational [W]	Sequential [W]	Clock, W
CTS	0.0000308	0.000201	0.000267
global route	0.0000345	0.000201	0.000300
finish	0.0000293	0.000201	0.000256
## metal layers
layer | global-route usage | up-vias | wire length [um]
met2 | 0.05093 | 25 | 652
met5 | 0 | - | 0
met1 | 0.03829 | 216 | 632
li1 | - | 253 | -
met4 | 0.01159 | 0 | 0
met3 | 0.03648 | 0 | 198
## worst max-delay path, cell delays in order (launching register included)
cell and delay [ns]:
dfxtp_1 0.29, nor2_1 0.13, inv_1 0.05, buf_2 0.10
No activity file was given, so power comes from the tool's default toggle rates.
