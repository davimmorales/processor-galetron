===== flow/design.v =====
module dataRAM(dataC, address, writeEnable, clock, read_clock, dataRAMOutput);
  input  [31:0] dataC;
  input [9:0] address;
  input writeEnable, clock, read_clock;
  output reg [31:0] dataRAMOutput;
	reg [31:0] RAM[350:0];
	reg [9:0] addressRegister;
	always @ (negedge clock) begin
		if (writeEnable) begin
			RAM[address] <= dataC;
		end
	end
	always @ (posedge read_clock) begin
		dataRAMOutput <= RAM[address];
	end
endmodule

===== flow/run.sh =====
#!/bin/bash
# OpenROAD 26Q1-2900-gdf79404cd8, Yosys 0.63+post, stock flow scripts
make -C /OpenROAD-flow-scripts/flow DESIGN_CONFIG=/design/flow/config.mk WORK_HOME=/design/flow/orfs finish

===== flow/config.mk =====
export PLATFORM = sky130hd
export DESIGN_NAME = dataRAM
export DESIGN_NICKNAME = dataRAM
export VERILOG_FILES = /design/flow/design.v
export SDC_FILE = /design/flow/constraint.sdc
export NUM_CORES = 4
export LEC_CHECK = 1
export CORE_UTILIZATION = 50
export SYNTH_HDL_FRONTEND = slang
export SYNTH_MEMORY_MAX_BITS = 65536

===== flow/constraint.sdc =====
current_design dataRAM

set clk_period 67.9
set clk_io_pct 0.2

create_clock -name clk0 -period $clk_period [get_ports {clock}]
create_clock -name clk1 -period $clk_period [get_ports {read_clock}]

set non_clock_inputs [all_inputs -no_clocks]
set_input_delay [expr $clk_period * $clk_io_pct] -clock clk0 $non_clock_inputs
set_output_delay [expr $clk_period * $clk_io_pct] -clock clk0 [all_outputs]

==> impl_metrics.csv <==
group,metric,value,unit
critical_path,path_class,"in2reg",
critical_path,crit_path_end_kind,"flip-flop",
synthesis,top_area_cell,"edfxtp_1",
run_status,status,"complete, but fails checks",
critical_path,required,34.78,ns
sta,rsz0062_at_grt,"no",
power,swShare,27.4,%
sta,slew_headroom,-2.14,%
global_routing,gr-usage-all-layers,37.8,%
critical_path,critPathLaunchType,"primary input",
clock_tree,cts_tree,"done",
power,p_switching,4.88,mW
floorplan,core,856000,µm²
critical_path,cpMaxStageDelayCell,"nand3_4",
synthesis,ys_top_cells_by_area,"edfxtp_1, mux4_2, mux2i_1",
floorplan,boundaryPins,77,
floorplan,die_w,929,µm
synthesis,synth_cell_types,72,
placement,post-dp-hpwl,853,mm
critical_path,critPathMaxFanout,35,
floorplan,die_h,929,µm
synthesis,yosys_warnings,0,
synthesis,synthArstFlopShare,0,%
global_routing,overflow,0,
routing,finalWirelength,1410,mm
worst_hold_path,hp-class,"in2reg",
sta,final-setup-viol-count,0,
synthesis,edf_count,11200,
global_routing,grt_pass1_wl,1950,mm
synthesis,common_cells,"edfxtp_1, mux4_2, nor2_1",
cells_and_area,design_area,537000,µm²
sta,tightest_slew,1.52,ns
power,cellLeakagePower,215,nW
synthesis,synthesis.instances,18400,
critical_path,critPathMaxStageDelay,0.63,ns
floorplan,die_area,862000,µm²
routing,firstDrtPassIters,6,
clock_tree,cts.sinks,11300,
power,powerDensity,33.2,nW/µm²
floorplan,rows,340,
cells_and_area,drive_gt1_share,20.8,%
critical_path,cp_num_buf_inv,5,
floorplan,initial_utilization,50.1,%
power,clkPwrFrac,52.2,%
clock_tree,clk_pin_slew_worst_paths,0.14,ns
placement,placed_area,453000,µm²
routing,vias_per_cell,5.60,
clock_tree,cts_resized,0,
global_routing,grt_max_degree,124,
routing,drtAntennaViolNets,0,
job,warnings,1040,
synthesis,top_cell,"edfxtp_1",
power,ir_drop,0.0354,mV
critical_path,cp.arrival,17.93,ns
placement,place.gp.congestion,1.03,
routing,num_vias,246000,
routing,wl_per_cell,32.2,µm
synthesis,ys_cells,18400,
global_routing,grt_antenna_before_repair,157,
critical_path,path_cells,"buf_8, buf_4, and2_4, nand3_4, buf_4, buf_4, nor2_4, buf_4",
job,drv_cap,1,
critical_path,cp_common_cell,"buf_4",
sta,fin_setup_tns,0,ns
clock_tree,cts_setup_buffers,0,
clock_tree,postCtsHoldBufs,0,
synthesis,avgSynthCellArea,23.3,µm²
sta,hold_ws,13.91,ns
power,finalPower,17.8,mW
cells_and_area,area_growth,25.0,%
routing,drtIter0Drc,17500,
cells_and_area,fillers,57400,
sta,slew_viol_final,2,
run_status,violations,"capacitance limit, slew limit",
synthesis,synth_top_flop_cell,"edfxtp_1",
routing,drcViolationCount,0,
placement,portBuffers,74,
power,p_int,12.9,mW
synthesis,yosys_area,429000,µm²
global_routing,grt_pass1_vias,284000,
critical_path,critPathTopFamily,"buffers and inverters",
synthesis,syn_area,429000,µm²
power,power_frac_seq,43.4,%
synthesis,numSynthFlops,11300,
sta,hold_viol_final,0,
synthesis,yosys.area.top_type_share,78.6,%
power,p_comb_share,4.4,%
synthesis,ys_seq_share,78.7,%
-- cell type report --
cell class	instances	area, µm²	area share [%]
clock buffer	1304	32600	6.08
sequential	11300	338000	63.0
tap	11500	14300	2.67
antenna	270	676	0.126
timing repair buffer	1387	11100	2.07
clock inverter	12100	50600	9.43
multi-input combinational	6113	89300	16.6
inverter	9	53.8	0.0100
-- metal layers --
| metal | track usage (%) | up-vias | wire length, µm |
|---|---|---|---|
| met2 | 47.0 | 17800 | 627000 |
| met3 | 37.9 | 3043 | 303000 |
| met5 | 12.7 | - | 11600 |
| met4 | 22.0 | 198 | 88200 |
| li1 | - | 105000 | - |
| met1 | 38.9 | 120000 | 382000 |
-- worst min-delay path: stages --
cell and delay, ns:
buf_8 0.31, a2111oi_0 0.14, o211ai_1 0.15, or3_1 0.11
-- logic make-up after synthesis --
logic type	count (synthesis)	synth area share, %
AND/OR/NAND/NOR	1629	1.63
flip-flops	11300	78.7
buffers and inverters	1060	1.29
multiplexers	3480	16.7
AND-OR/OR-AND	1004	1.66
-- state kept, by name (all words and copies together), names as in the netlist --
| register | count |
|---|---|
| RAM | 11232 |
| dataRAMOutput | 32 |
-- cells in the final DEF (no fill, tap or decap), drive strengths merged, types with 13 or more instances in the layout --
cell type      instances
bufinv               163
nor3                  47
nand2b                14
a31oi                 41
mux4                2951
o211ai                13
o22ai                176
a221oi                73
and3                  18
o2111ai               17
a22o                  42
mux2i                515
a21oi                123
o221ai                59
nor2b                 16
a22oi                166
nand3                150
clkinvlp             303
o32ai                 13
mux2                  14
dfxtp                 32
buf                 1352
nand2                562
clkdlybuf4s50         33
or3                   19
a211oi                18
nor4                  36
edfxtp             11200
nand4                 46
nor2                 652
diode                270
inv                11600
a32oi                 73
and2                  23
clkbuf              1306
clkinv                22
o21ai                122
-- worst paths after layout --
kind	start	to	slack, ns	cells after the start
min	address[2]	dataRAMOutput[12]	13.91	4
max in group clk1	RAM[211][8]	dataRAMOutput[8]	28.40	7
min reg2reg	RAM[183][12]	dataRAMOutput[12]	35.61	4
min in group clk0	dataRAMOutput[0]	dataRAMOutput[0]	14.65	1
max reg2reg	RAM[211][8]	dataRAMOutput[8]	28.40	7
max	address[3]	RAM[92][3]	16.84	8
-- power by group through the flow --
stage | logic, mW | clock network (mW) | registers (mW)
4_1_cts | 0.770 | 9.55 | 7.73
5_1_grt | 0.811 | 10.4 | 7.72
6_report | 0.784 | 9.29 | 7.73
-- stage by stage --
step | utilization, % | instances | setup WS, ns
floorplan | - | 18400 | 16.57
global placement | 52.9 | 30200 | 15.88
detailed placement | 52.9 | 30200 | 15.84
CTS | 62.6 | 43600 | 17.11
global route | 62.6 | 43800 | 16.94
finish | 62.7 | 43900 | 16.84
Power and IR drop assume default switching activity.
